<file path="./config.mk">
export PLATFORM = sky130hd
export DESIGN_NAME = secure_memory
export DESIGN_NICKNAME = secure_memory
export VERILOG_FILES = /design/flow/design.v
export SDC_FILE = /design/flow/constraint.sdc
export NUM_CORES = 4
export LEC_CHECK = 1
export CORE_UTILIZATION = 30
</file>
<file path="./constraint.sdc">
current_design secure_memory

set clk_period 4.0
set clk_io_pct 0.2

create_clock -name clk0 -period $clk_period [get_ports {clk}]

set non_clock_inputs [all_inputs -no_clocks]
set_input_delay [expr $clk_period * $clk_io_pct] -clock clk0 $non_clock_inputs
set_output_delay [expr $clk_period * $clk_io_pct] -clock clk0 [all_outputs]
</file>
<file path="./design.v">
module secure_memory #(
    parameter WIDTH = 256,
    parameter LENGTH = 16
)
(
    input  logic                      clk,
	input  logic 					  rst_n,
	input  logic					  rd_en, 
	input  logic				      wr_en,
    input  logic [$clog2(LENGTH)-1:0] addr,
	input  logic [WIDTH-1:0]		  wrData,
    output logic [WIDTH-1:0]          rdData,
	output logic 					  rdData_valid
);
reg [WIDTH-1:0] ram [LENGTH-1:0];
always @(posedge clk, negedge rst_n) begin
	if (~rst_n) begin
		rdData <= 0;
		ram[2] <= 256'h49361d1ee0abd2c572b0edf565a9984c3ed4923ab2f88cd6b0eaa30d0c13ef1b;  
		ram[10] <= 256'h431909d9da263164ab4d39614e0c50a32774a49b3390a53ffa63e8d74b8e7c0b;
		ram[11] <= 256'h8e30701845bea3e44d0aed1ba6d4893a0de91fea6f42571d3714a3c6daa39978;
		ram[12] <= 256'hd995f5ddfb1625e3a33b0ee123b6672f35df88d6652eaec51d26f3a50b030ad8;
		ram[13] <= 256'hdf0f326b1bf6611d944491d7a0618af56ac57e391ba38425f9f33cafdd7439a9;
		ram[6] <= 256'h3F7A81E6B9F934FB8F6D4C9E3426A1D7E61D97B597F7DBB7E61D2A4FCC4A596D;  
	end 
	else begin
		if (wr_en) begin
			ram[addr] <= wrData;
		end 
		else if (rd_en) begin
			rdData <= ram[addr];
			rdData_valid <= 1; 
		end 
		else begin
			rdData <= 0;
			rdData_valid <= 0; 
		end 
	end 
end 
endmodule
</file>
<file path="./run.sh">
#!/bin/bash
# OpenROAD 26Q1-2900-gdf79404cd8, Yosys 0.63+post, stock flow scripts
make -C /OpenROAD-flow-scripts/flow DESIGN_CONFIG=/design/flow/config.mk WORK_HOME=/design/flow/orfs finish
</file>
==> Changelog: implementation <==
### Physical design

* Detail-routed net length per standard cell at 29.3 microns
* CP Max Fanout at 2
* Count of library flops with an enable pin at approximately 2600
* Die outline area at roughly 0.59 sq mm
* FF-to-FF Start: ram[14][254]$_DFFE_PP_
* Post_cts resized at 0
* Critical path's largest stage delay at 0.58 ns
* Initial antenna violation count at about 99
* Area delta synth->final at 18.0%
* Via Count at between 100k and 150k
* Gp weighted congestion at just over 0.8
* Core Footprint at between 0.5 and 0.6 sq mm
* Final Setup Violations at 0
* CP startpoint kind: register
* R2R Path End: rdData[254]$_DFFE_PN0N_
* Core utilization before placement at between 30% and 40%
* Dominant register cell in the synthesized netlist: edfxtp_1
* Worst slack, placed at between 0.4 and 0.5 ns
* Synthesized area divided by synthesized cell count at around 16 sq um
* Beginning of the worst hold path: wr_en
* Vias per cell at between 5 and 6
* Highest-delay cell along the critical path: dfrtp_1
* Chip area in the Yosys report at between 0.15 and 0.2 sq mm
* Area taken by multi-input logic gates at roughly 0.050 sq mm
* Non-filler instance count after layout at ~20000
* Met1 routed wirelength after detailed routing at 215 mm
* Classification of the worst setup path: register to output port
* Worst Hold Endpoint: rdData[250]$_DFFE_PN0N_
* Static Leak at 0.0730 uW
* Fraction of final layout cells with drive strength greater than 1 at between 20% and 30%
* GRT Util Overall at 20.5%
* Register cell area after layout at ~0.12 sq mm
* Cells in synth_stat.txt at 11200
* Final tally of hold violations at 0
* Width of the die at 770 microns
* Status: finished, final reports clean
* Met3 Wirelength at between 80 and 90 mm
* Worst Hold Depth at 3
* Ratio of total power to cell area at between 500 and 600 mW/mm^2
* Instance tally after logic synthesis at between 10000 and 15000
* Critical path's top delay family: flip-flops
* Number of detailed-route iterations in the first pass at 5
* Clock Tree Root: clkbuf_16
* Maximum level of the CTS H-tree at 5
* Required time at the worst-slack endpoint at roughly 3.2 ns
* Number of top-level pins at 521
* Uppermost metal layer occupied by signal nets: met5
* Nature of the critical path endpoint: output port
* Headroom to the max-slew limit at between 40% and 50%
* Final design utilization at a little over a third
* OpenROAD warnings at 35
* Insertion delay to the later sink of the worst-skew pair at between 1 and 1.5 ns
* Number of cells on the worst reg-to-reg path at 4
* Shortest clock period the worst path allows after layout at approximately 3 ns
* Max-slew violation count at 0
* TritonCTS buffer count at about 450
* Internal reg-to-reg setup slack at approximately 2.4 ns
* Total length of routed met2 wires at 269 mm
* Clock Pin Slew Worst Setup and Hold Paths at around 0.060 ns
* Fmax at about 330 MHz
* Worst path cell trace: clkdlybuf4s50_1
* Clk sink count at approximately 4400
* Die H at roughly 770 microns
* Clock skew after layout at roughly 0.075 ns
* First-pass GRT wire length at between 800 and 900 mm
* Standard-cell rows at 281
* Worst supply voltage drop on vdd at approximately 410 uV
* Total of buffers placed on input and output ports at ~520
* CTS tree: done
* Number of placed instances, taps included at roughly 19000
* Worst hold margin at ~0.15 ns
* Worst-margin pin slew at ~0.8 ns
* DRC violation total after the first TritonRoute iteration at around 6400
* Total buffers and inverters traversed by the critical path at 1
* Type of the tightest min-delay check: input pin to register
* DRC violation count after routing at 0
* Remaining antenna violation count at 0
* Synth Register Bits at 4353
* Wire length reported by the detailed router at around 580 mm
* Vias in the first global route at 114000
* Unrepaired setup endpoints after global routing: no
* Endpoint arrival time on the critical path at about 2.2 ns
* Number of inserted filler cells in the final layout at ~55000
* Maximum count of clock buffers along a single path at 4
* Max-cap check violation count at 0
* Global route total overflow at 0
* Worst-case setup margin in the final layout at around 1.0 ns
* Share of the yosys chip area belonging to registers at 69.4%
* Half-perimeter wire length after placement at around 330 mm
* Pin count of the biggest net entering global routing at 107
* Yosys warnings at 2
* Post-route clock period utilization at 75.1%
* Number of distinct standard cells referenced by the synthesized netlist at between 50 and 60
* Mapped cell area at 0.177 sq mm
* Ys async rst share at 41.2%
area by class of cell:
class | count | area share (%)
flip-flops and latches | 4353 | 58.8
multi-input cells | 5942 | 24.1
clock buffers | 680 | 6.21
repair buffers | 968 | 5.27
well taps | 7782 | 4.66
clock inverters | 178 | 0.945
diodes | 34 | 0.0408
inverters | 3 | 0.00899
state kept, by name, indices dropped and copies added (netlist names):
name and cells:
ram 4096, rdData 256, rdData_valid 1
per-layer routing:
layer	up-vias	track usage (%)
li1	45900	-
met4	95	5.03
met1	56000	25.7
met3	1109	12.5
met2	5949	30.7
met5	-	0.463
cell families after synthesis:
kind of cell | Yosys count | share of synthesized area, %
multiplexers | 2049 | 12.7
AND-OR/OR-AND | 3070 | 12.8
buffers and inverters | 944 | 2.36
AND/OR/NAND/NOR | 823 | 2.72
flip-flops | 4353 | 69.4
timing repair:
action	in CTS	in global routing
hold endpoints to repair	40	0
buffers inserted	0	0
hold buffers	1	0
placed cells by master, fill, tap and decap left out, drive strengths merged, types with 5 or more instances in the layout:
master,netlist,final
clkbuf,446,680
o221ai,254,254
nand3b,5,5
a21oi,509,509
clkinv,0,142
mux2,1536,1536
or3b,254,254
edfxtp,2561,2561
nor2,8,8
a22o,508,508
a32oi,255,255
clkdlybuf4s50,0,514
nand2,264,264
inv,3,9
clkinvlp,0,8
dfrtp,996,996
a211oi,254,254
nand3,255,255
o21ai,515,515
a221o,254,254
bufinv,0,22
mux2i,513,513
buf,495,453
a22oi,255,255
diode,0,34
nor2b,7,7
o22a,254,254
nor3,9,9
dfstp,796,796
cells in the mapped netlist, types with 2 or more instances:
library cell	instances	area, sq um
edfxtp_1	2561	76900
mux2_2	1485	16700
dfrtp_1	996	24900
dfstp_2	796	20900
mux2i_1	513	5130
a21oi_1	509	2550
a22o_1	508	4450
clkbuf_1	446	1670
o21ai_0	406	2030
buf_2	371	1860
nand2_1	264	991
a22oi_1	255	1910
a32oi_1	255	2230
nand3_1	255	1280
a211oi_1	254	1910
a221o_1	254	2540
o221ai_1	254	2220
o22a_1	254	2220
or3b_1	251	2200
o21ai_1	109	546
buf_1	83	312
mux2_1	51	574
buf_4	39	293
nor3_1	8	40.0
nor2_1	7	26.3
nor2b_1	6	37.5
nand3b_1	5	37.5
nand2b_1	4	25.0
and2_1	3	18.8
inv_1	3	11.3
nor3b_1	3	22.5
o32ai_1	3	26.3
or3b_2	3	26.3
a31oi_1	2	12.5
and3_1	2	12.5
and3b_1	2	17.5
buf_6	2	22.5
nand4_1	2	12.5
report_power, final:
part / leakage [uW] / internal [uW] / switching [uW]
combinational: 0.0218 / 5290 / 5560
sequential: 0.0439 / 53200 / 2230
clock: 0.00725 / 23900 / 18200
total: 0.0730 / 82400 / 25900
how the worst max path moves through the flow:
stage	startpoint	endpoint	slack (ns)	cells past startpoint
4_1_cts	rdData[92]$_DFFE_PN0N_	rdData[92]	0.90	1
5_1_grt	rdData[92]$_DFFE_PN0N_	rdData[92]	0.89	1
6_report	rdData[89]$_DFFE_PN0N_	rdData[89]	1.0	1
through the flow:
stage	cell area [sq um]	total power [uW]	TNS (ns)
2_1_floorplan	177000	62100	-9991.26
3_3_place_gp	194000	66800	0
3_5_place_dp	194000	67100	0
4_1_cts	209000	109000	0
5_1_grt	209000	112000	0
6_report	209000	108000	0
No activity file was given, so power comes from the tool's default toggle rates.
