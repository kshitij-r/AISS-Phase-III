## design/flow/constraint.sdc

```tcl
current_design bus_translation

set clk_period 34.3
set clk_io_pct 0.2

create_clock -name clk0 -period $clk_period [get_ports {clk}]

set non_clock_inputs [all_inputs -no_clocks]
set_input_delay [expr $clk_period * $clk_io_pct] -clock clk0 $non_clock_inputs
set_output_delay [expr $clk_period * $clk_io_pct] -clock clk0 [all_outputs]
```

## design/flow/run.sh

```bash
#!/bin/bash
# OpenROAD 26Q1-2900-gdf79404cd8, Yosys 0.63+post, stock flow scripts
make -C /OpenROAD-flow-scripts/flow DESIGN_CONFIG=/design/flow/config.mk WORK_HOME=/design/flow/orfs finish
```

## design/flow/design.v

```verilog
module bus_translation # (
    parameter   pAHB_ADDR_WIDTH                     = 32,
    parameter   pAHB_DATA_WIDTH                     = 32,
    parameter   pPAYLOAD_SIZE_BITS                  = 128
)
(
    input  wire                           clk,
    input  wire                           rst_n,
    input  wire [pPAYLOAD_SIZE_BITS-1:0]  O_int_rdata,
    input  wire                           O_int_rdata_valid,
    input  wire                           O_done, 
    input  wire                           bootControl_bus_go,
    input  wire [pAHB_ADDR_WIDTH-1:0]     bootControl_bus_addr,
    input  wire [pPAYLOAD_SIZE_BITS-1:0]  bootControl_bus_write,
    input  wire                           bootControl_bus_RW,      
    output logic [pAHB_ADDR_WIDTH-1:0]    I_int_addr,
    output logic [pPAYLOAD_SIZE_BITS-1:0] I_int_wdata,
    output logic                          I_int_write,
    output logic                          I_go,
    output logic                          bootControl_bus_done,
    output logic [pPAYLOAD_SIZE_BITS-1:0] bootControl_bus_rdData 
);
typedef enum logic [1:0] {START, WRITE, READ} state_t;
state_t state_r;
logic [3:0] counter; 
always @(posedge clk, negedge rst_n) begin
    if (~rst_n) begin
        I_int_addr <= 0;
        I_int_wdata <= 0;
        I_int_write <= 0;
        I_go <= 0;
        bootControl_bus_done <= 0; 
        bootControl_bus_rdData <= 0; 
        state_r <= START; 
        counter <= 0; 
    end 
    else begin
        case (state_r)
            START : begin
                bootControl_bus_done <= 0; 
                if (bootControl_bus_go) begin
                    if (bootControl_bus_RW) begin
                        I_go <= bootControl_bus_go; 
                        I_int_addr <= bootControl_bus_addr;
                        I_int_wdata <= bootControl_bus_write;
                        I_int_write <= bootControl_bus_RW;
                        state_r <= WRITE; 
                    end 
                    else begin
                        I_go <= bootControl_bus_go;
                        I_int_addr <= bootControl_bus_addr;
                        I_int_write <= bootControl_bus_RW; 
                        state_r <= READ; 
                    end 
                end 
            end 
            WRITE : begin
                I_go <= 0; 
                if (O_done) begin
                    I_int_addr <= 0;
                    I_int_wdata <= 0;
                    I_int_write <= 0;
                    bootControl_bus_done <= 1;
                    state_r <= START;
                end 
            end 
            READ : begin
                I_go <= 0;
                if (counter < 10 ) begin
                    counter <= counter + 1; 
                end 
                else begin 
                    if (O_int_rdata_valid) begin
                        I_int_addr <= 0;
                        I_int_wdata <= 0;
                        I_int_write <= 0;
                        bootControl_bus_rdData <= O_int_rdata;
                        bootControl_bus_done <= 1; 
                        state_r <= START; 
                        counter <= 0; 
                    end 
                end 
            end
        endcase 
    end 
end 
endmodule 
```

## design/flow/config.mk

```make
export PLATFORM = sky130hd
export DESIGN_NAME = bus_translation
export DESIGN_NICKNAME = bus_translation
export VERILOG_FILES = /design/flow/design.v
export SDC_FILE = /design/flow/constraint.sdc
export NUM_CORES = 4
export LEC_CHECK = 1
export CORE_AREA = 10 10 307 307
export DIE_AREA = 0 0 317 317
```

==> run notes <==
Notes on the physical implementation.

- The total die size is 100000 sq um, for reference.
- The maximum fanout along the worst path is 56, for reference.
- The floorplan has 108 rows.
- The all-layer global routing usage is 7.72%, for reference.
- The DRC violation count after routing is 0, for reference.
- The routed length per instance is 16.7 um, for reference.
- Data on the critical path arrives at its endpoint at 9.63 ns.
- The first global-routing pass estimated 59400 um of wire.
- The critical register-to-register path endpoint is bootControl_bus_rdData[9]$_DFFE_PN0P_, for reference.
- The initial antenna violation count is 3.
- The placeable core region is 87200 sq um, for reference.
- At the floorplan stage, the core utilization is reported as 12.4%.
- The global route stage reports its total congestion overflow as 0.
- The critical path class is in -> reg, for reference.
- The shortest clock period the worst path allows after layout is 9.21 ns, for reference.
- The cell-mix breakdown from Yosys lists the XOR/XNOR area share as 0%.
- The synthesized instance count is 680, for reference.
- The cell area after layout is 19100 sq um, for reference.
- The slew at the pin with the worst max-slew slack is 0.977 ns, for reference.
- The post-placement cell area is 18000 sq um, for reference.
- According to the timing report, the data required time at the worst endpoint equals 34.72 ns.
- Setup repair after global routing left no endpoint under its margin.
- For reference, the final report shows the max-slew violation count at 0.
- The simple-gate area share of the yosys netlist is 0.963%, for reference.
- Nets still carrying antenna violations after routing amount to 0.
- The highest achievable clock rate is 0.109 GHz, for reference.
- The top-level port count is 585, for reference.
- The last timing report of the flow puts the setup violation total at 0.
- The number of port buffers is 584, for reference.
- The minimum setup slack in the final design is 25.09 ns, for reference.
- The portion of netlist area occupied by mux cells is 13.4%, for reference.
- The buffer cell driving the clock tree root is sky130_fd_sc_hd__clkbuf_16, for reference.
- The DRC marker count from the first detailed-route iteration is 417, for reference.
- The origin of the worst min-delay path is I_int_write$_DFFE_PN0P_, for reference.
- Checking hold timing, the worst path is listed with class reg -> reg.
- The worst register-to-register path has a depth of 4.
- The analysis attributes to cell leakage a power of 0.00829 uW.
- The number of cells traversed by the worst hold path is 1, for reference.
- For reference, the clock transition at the flip-flops on the worst setup and hold paths is 0.06 ns.
- The worst setup slack after placement is 24.49 ns, for reference.
- The maximum buffer depth of the clock tree is 3, for reference.
- The post-synthesis cell count from yosys is 680, for reference.
- Per the summary, power density relative to cell area is 40.2 nW/um^2.
- The part of the cycle the worst path needs is 26.8%, for reference.
- Averaged over all synthesized cells, the footprint is 15.9 sq um.
- The reg-to-reg setup timing slack is 31.21 ns, for reference.
- The wire length reported by the detailed router is 40800 um, for reference.
- The area of the synthesized netlist per yosys stat is 10800 sq um, for reference.
- The startpoint identified for the worst register-to-register timing path is counter[1]$_DFFE_PN0P_.
- In the log, the iteration count for the first detailed-route pass is 4.
- The synthesis stat section lists a flop and latch total of 298.
- The via total after detailed routing is 8205, for reference.
- Across the routed clock network, the largest skew measured is 0.0167 ns.
- The clock sink total is 298, for reference.
- The worst hold path terminates at I_int_write$_DFFE_PN0P_.
- STA classifies the critical path startpoint as an input port.
- The placed instance count is 2378, for reference.
- The arithmetic-cell share of the synthesized area counting full adders, half adders and majority gates is 0.116%, for reference.
- The run finished with clean final reports.
- Across the VDD grid, the largest voltage drop is 0.0348 mV.
- The horizontal extent of the die is 317 um, for reference.
- The flow measured a signed area growth from synthesis to layout of 77.0%.
- The filler cell count in the final layout is 9142, for reference.
- The number of different library cells used by synthesis comes to 29.
- The yosys warning tally is 1, for reference.
- Across all stage logs, warnings added up to 28.
- The share of cells above drive strength 1 is 15.3%, for reference.
- The global placer's final weighted congestion is 0.834, for reference.
- The H-tree depth is 2, for reference.
- TritonCTS built the clock tree.
- The insertion delay at the late pin of the worst-skew pair is 0.54 ns, for reference.
- The post-synthesis sequential area ratio is 69.1%, for reference.
- The max-slew headroom at the worst pin is 34.9%, for reference.
- Ranking logic cells in the layout by count gives the top entries 583 x sky130_fd_sc_hd__clkdlybuf4s50_1, 297 x sky130_fd_sc_hd__dfrtp_1, 159 x sky130_fd_sc_hd__a22o_1.
- The number of hold violations in the final report is 0, for reference.
- In the synthesized netlist, the dominant kind of combinational cell is AND-OR/OR-AND gates.
- The count of cells in the finished layout, fillers not included, comes to 2439.
- In the final timing run, aggregate negative setup slack is 0 ns.
- The worst setup path is captured at a flop.
- The most used logic cell in the final layout is sky130_fd_sc_hd__clkdlybuf4s50_1, for reference.
- Counting the buffers created by CTS gives 36.
- The max-cap violation count is 0, for reference.
- The number of instances resized during post-cts repair is 0, for reference.
- The via count of the first global-routing pass came to 9230.
- Once detailed placement completed, the half-perimeter wirelength came to 30300 um.
- After clock tree synthesis, the flow added hold-fix buffers numbering 0.
- The cell area that synthesis handed to floorplanning was 10800 sq um.
- In this run, the synthesized area fraction spent on AND-OR/OR-AND gates is recorded as 14.1%.
- The overall die height is 317 um, for reference.
- After clock tree synthesis, the setup repair step added 0 buffers.
- Per the detail_route report, vias per standard cell equal 3.36.
- Entering global routing, the biggest net connects 104 pins.
per-layer routing:
metal	GRT usage (%)	routed length [um]
met1	8.91	14900
met2	12.6	19200
met3	3.99	5440
met4	1.96	1190
met5	0	27
cell families (layout without fill, tap and decap cells):
group                      after synthesis  after routing
adders and majority gates                1              1
AOI/OAI and AO/OA                      178            178
and+or+nand+nor                         22             22
DFF                                    298            298
other                                    0              1
buffers and inverters                   53            656
muxes                                  128            128
worst max-delay path by stage:
stage,cells after the start,slack [ns],from,to
after CTS,5,25.10,O_int_rdata_valid,bootControl_bus_rdData[9]$_DFFE_PN0P_
after global routing,5,24.96,O_int_rdata_valid,bootControl_bus_rdData[22]$_DFFE_PN0P_
final,5,25.09,O_int_rdata_valid,bootControl_bus_rdData[9]$_DFFE_PN0P_
metrics by stage:
step	hold WS, ns	total power [uW]	utilization [%]
floorplan	0.426	359	-
finish	0.472	767	21.9
global placement	0.466	401	20.6
detailed placement	0.465	402	20.6
global route	0.507	802	21.9
CTS	0.477	787	21.9
cells in the mapped netlist:
library cell,number,share of area (%)
sky130_fd_sc_hd__dfrtp_1,297,69
sky130_fd_sc_hd__a22o_1,159,13
sky130_fd_sc_hd__mux2_2,128,13
sky130_fd_sc_hd__buf_2,40,1.9
sky130_fd_sc_hd__nand2_1,10,0.35
sky130_fd_sc_hd__clkbuf_1,9,0.31
sky130_fd_sc_hd__o21ai_0,8,0.37
sky130_fd_sc_hd__inv_1,3,0.10
sky130_fd_sc_hd__nand3_1,3,0.14
sky130_fd_sc_hd__nor2_1,3,0.10
sky130_fd_sc_hd__a21oi_1,2,0.093
sky130_fd_sc_hd__a211oi_2,1,0.12
sky130_fd_sc_hd__a21boi_0,1,0.070
sky130_fd_sc_hd__a21o_1,1,0.070
sky130_fd_sc_hd__a31o_2,1,0.081
sky130_fd_sc_hd__a32o_1,1,0.093
sky130_fd_sc_hd__and2_1,1,0.058
sky130_fd_sc_hd__clkbuf_2,1,0.046
sky130_fd_sc_hd__dfstp_2,1,0.24
sky130_fd_sc_hd__ha_1,1,0.12
sky130_fd_sc_hd__nand2b_1,1,0.058
sky130_fd_sc_hd__nand4_1,1,0.058
sky130_fd_sc_hd__nor2b_1,1,0.058
sky130_fd_sc_hd__nor3_1,1,0.046
sky130_fd_sc_hd__nor3_2,1,0.093
sky130_fd_sc_hd__o2111ai_1,1,0.081
sky130_fd_sc_hd__o211ai_1,1,0.070
sky130_fd_sc_hd__o2bb2ai_1,1,0.081
sky130_fd_sc_hd__o32ai_1,1,0.081
final cells by class:
cell class	instances	area, sq um	area share (%)
Inverter	3	11.3	0.0590
Tap cell	1155	1450	7.57
Clock buffer	52	1040	5.46
Multi-Input combinational cell	329	3110	16.3
Antenna cell	1	2.50	0.0131
Clock inverter	8	95.1	0.498
Timing Repair Buffer	593	5930	31.1
Sequential cell	298	7460	39.1
worst max-delay path, cell delays in order:
cell and delay [ns]:
sky130_fd_sc_hd__clkdlybuf4s50_1 0.51, sky130_fd_sc_hd__o2111ai_4 0.38, sky130_fd_sc_hd__buf_4 0.70, sky130_fd_sc_hd__buf_4 0.70, sky130_fd_sc_hd__mux2_2 0.41
where the power goes:
part	internal, uW	switching, uW
clock	225	148
combinational	29.8	12.7
sequential	352	0
flip-flops by register name (all words and copies together) (netlist names):
signal,cells
I_int_wdata,128
bootControl_bus_rdData,128
I_int_addr,32
counter,4
state_r,3
I_go,1
I_int_write,1
bootControl_bus_done,1
Power figures rest on the tool's default switching activity, not on a simulated workload.
