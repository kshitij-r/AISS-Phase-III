[./design.v]
module memory_module
	#( 
	)
	(
		input clk,
		input [255:0] data_in,
		input [4:0] address,
		input write_en,
		input read_en,
		input rst,
		input enable,
		output reg [255:0] data_out,
		output reg served
	);
	reg [255:0] ram [7:0];
	reg [255:0] temp_data;
	reg [1:0] count;
	integer i;
	initial begin
		count = 0;
		ram[0] = 'h33a344a35afd82155e5a6ef2d092085d704dc70561dde45d27962d79ea56a24a;
		ram[1] = 256'hBFD6A48E497ACE3E68CEF97A5CE0E75340E85A30136F9E8ABC19C9860EEF5D4F;
		ram[2] = 'h988b6a57b75f5696f01b8207b1c99bc888b4a2421a0ab4b29bd302f5b8a93348;
		ram[3] = 'h4893565d146d9fa19dc850e0c409b2a62ec5cb53eea4d4719c93a882f988284e;
		ram[4] = 'hcabc36e4f52fcd1a8b62d82d975e4c8595da7f6df52e2143174c3dc8b3870e03;
		ram[5] = 'hc3e0fed656de0ab97d4c2e2f8798ff16c8c4ac54192046fc72debd8e4fd801e5;
		ram[6] = 'h4b05ec8a48c0e8e779b01ff6f0ef2013f37b1a89f3cf92b63ec96a3bb0da265d;
		ram[7] = 'b0000;
	end
	always@(posedge clk)
	begin
		if (rst) begin
			count <= 0;
		end
		else begin
				count <= count + 1;
				if (write_en) begin
					ram[address] <= data_in;
				end
				if (read_en) begin
					temp_data <= ram[address];
				end
				else begin
					temp_data <= 'h0;
				end
				if (count == 2) begin
					served <= 1;
					count <= 0;
				end
				else begin
					served <= 0;
				end
				data_out <= temp_data;
		end
	end
endmodule
[./run.sh]
#!/bin/bash
# OpenROAD 26Q1-2900-gdf79404cd8, Yosys 0.63+post, stock flow scripts
make -C /OpenROAD-flow-scripts/flow DESIGN_CONFIG=/design/flow/config.mk WORK_HOME=/design/flow/orfs finish
[./config.mk]
export PLATFORM = sky130hd
export DESIGN_NAME = memory_module
export DESIGN_NICKNAME = memory_module
export VERILOG_FILES = /design/flow/design.v
export SDC_FILE = /design/flow/constraint.sdc
export NUM_CORES = 4
export LEC_CHECK = 1
export CORE_UTILIZATION = 40
[./constraint.sdc]
current_design memory_module

set clk_period 37.3
set clk_io_pct 0.2

create_clock -name clk0 -period $clk_period [get_ports {clk}]

set non_clock_inputs [all_inputs -no_clocks]
set_input_delay [expr $clk_period * $clk_io_pct] -clock clk0 $non_clock_inputs
set_output_delay [expr $clk_period * $clk_io_pct] -clock clk0 [all_outputs]
==> run summary <==
die x size: 488.2 µm
worst slew margin relative to its limit: 43.78%
cts bufs inserted: 283
worst slack at placement: 24860 ps
chip area in the Yosys report: 94540 µm²
CP Data Arrival Time: 12000 ps
area share of the largest cell type after synthesis: 81.34%
most frequently used flop master after synthesis: sky130_fd_sc_hd__edfxtp_1
count of pins over their slew limit: 0
input/output buffers: 519
Pre-antenna DRT Iters: 5
startpoint of the most critical register-to-register path: ram[5][158]
post-detailed-placement half-perimeter wirelength: 123300 µm
setup TNS after final layout: 0 ps
max frequency: 87.11 MHz
proportion of synthesized chip area in sequential cells: 81.39%
maximum buffer depth of the clock tree: 4
worst IR drop on VDD: 0.04053 mV
Data required, critical path: 37820 ps
critical path capture point type: register
Tot GR Track Use: 21.47%
CTS resizes: 0
total wire length: 233400 µm
Syn Inst Count: 4888
largest area contributor in the synthesized netlist: sky130_fd_sc_hd__edfxtp_1
Die Ht: 488.2 µm
status: finished, final reports clean
number of fill cells in the layout: 18890
post-synthesis cell type with the largest instance count: sky130_fd_sc_hd__edfxtp_1
Worst Slack Setup Final: 25820 ps
cell total in the yosys stat output: 4888
RSZ-0062 raised after global routing: no
fin crit period: 11480 ps
worst setup path category: input port to register
first-pass GRT wire length: 342600 µm
TritonCTS clock tree: yes
class of the tightest hold or removal check: register to register
Synth Area per Inst: 19.34 µm²
number of design-rule violations left by the first detailed-router iteration: 2608
kind of launch point of the worst setup path: input port
total number of clock tree sinks: 2563
number of storage elements in the synthesis netlist: 2563
ratio of cells with drive above 1 in the final layout: 12.15%
period utilisation layout: 30.78%
async set-or-reset flop fraction in the synthesized netlist: 0%
Post-Synthesis Cell Area: 94540 µm²
number of global-route vias before repair: 52480
area inside the core boundary: 235200 µm²
count of unique library cells instantiated by Yosys: 37
detailed-route DRC error count: 0
clk_skew: 67.92 ps
area of the die: 238300 µm²
flip-flops with a built-in enable: 2561
leading cell types by total area after synthesis: sky130_fd_sc_hd__edfxtp_1 (81%), sky130_fd_sc_hd__a221oi_1 (4.6%), sky130_fd_sc_hd__mux4_2 (3.3%)
area growth from synthesis to layout: 18.56%
postcts setup bufs: 0
initial antenna violation count: 87
htree depth: 5
Row Count: 178
worst-path maximum fanout: 35
tally of max-capacitance violations: 0
Synth top cells by count: sky130_fd_sc_hd__edfxtp_1 (2561), sky130_fd_sc_hd__a221oi_1 (497), sky130_fd_sc_hd__nor2b_1 (246)
reported leakage power: 35.53 nW
largest net degree at the start of global routing: 120
Setup crit start: rst
tightest hold margin: 372.0 ps
number of warnings printed during yosys synthesis: 1
P per Cell Area: 55.51 nW/µm²
startpoint of the lowest-slack hold path: temp_data[63]
CTS root buf: sky130_fd_sc_hd__clkbuf_16
Worst-Margin Slew: 841.5 ps
routed wire length per instance: 26.37 µm
number of nets still failing antenna checks after routing: 0
via-per-instance ratio: 5.526
Setup Viol. Count Final: 0
I/O pin count: 523
Remaining Overflow, GRT: 0
final weighted congestion in routability-driven placement: 0.7914
number of buffers inserted for hold repair after clock tree synthesis: 0
Clk pin slew, worst setup/hold paths: 60 ps
Clk Latency, worst-skew pair: 930 ps
FP Core Util: 40.20%
via count: 48910
Final Hold Violation Tally: 0
OpenROAD warning count: 37
[path summary, 6_finish.rpt]
path               endpoint  slack [ps]  cells past startpoint
max reg2reg  temp_data[158]       35850                      3
max             ram[2][244]       25820                      8
min            data_out[63]         370                      0
min reg2reg    data_out[63]         370                      0
[flip-flops by register name, indices dropped and copies added, names as in the netlist]
register and cells:
data_out 256, count 2, ram 2048, served 1, temp_data 256
[through the flow]
stage	std cells	area (µm²)	power, W	utilization [%]
floorplan	4888	94540	0.003523	-
global placement	8345	103400	0.003674	43.98
detailed placement	8345	103400	0.003680	43.98
CTS	8829	112000	0.006288	47.64
global route	8841	112100	0.006432	47.65
finish	8851	112100	0.006222	47.66
[cells in the final DEF (no fill, tap or decap), types with 3 or more instances in the layout]
cell type	count
sky130_fd_sc_hd__a211oi_1	10
sky130_fd_sc_hd__a21boi_0	176
sky130_fd_sc_hd__a21oi_1	11
sky130_fd_sc_hd__a221oi_1	497
sky130_fd_sc_hd__a221oi_2	30
sky130_fd_sc_hd__buf_12	10
sky130_fd_sc_hd__buf_4	131
sky130_fd_sc_hd__buf_8	3
sky130_fd_sc_hd__bufinv_16	16
sky130_fd_sc_hd__clkbuf_1	61
sky130_fd_sc_hd__clkbuf_16	291
sky130_fd_sc_hd__clkbuf_8	3
sky130_fd_sc_hd__clkdlybuf4s50_1	515
sky130_fd_sc_hd__clkinv_1	67
sky130_fd_sc_hd__clkinv_2	29
sky130_fd_sc_hd__clkinv_4	4
sky130_fd_sc_hd__clkinvlp_4	4
sky130_fd_sc_hd__diode_2	22
sky130_fd_sc_hd__edfxtp_1	2561
sky130_fd_sc_hd__inv_6	7
sky130_fd_sc_hd__mux2i_1	99
sky130_fd_sc_hd__mux4_2	140
sky130_fd_sc_hd__nand2_1	178
sky130_fd_sc_hd__nand3_1	10
sky130_fd_sc_hd__nor2_1	176
sky130_fd_sc_hd__nor2_4	11
sky130_fd_sc_hd__nor2b_1	244
sky130_fd_sc_hd__o21a_1	9
sky130_fd_sc_hd__o21ai_0	175
sky130_fd_sc_hd__o221ai_1	8
sky130_fd_sc_hd__o2bb2ai_1	175
[worst max-delay path: stages]
cell and delay, ps:
sky130_fd_sc_hd__clkdlybuf4s50_1 540, sky130_fd_sc_hd__inv_8 340, sky130_fd_sc_hd__nand3_1 390, sky130_fd_sc_hd__nor2_4 650, sky130_fd_sc_hd__buf_4 580, sky130_fd_sc_hd__buf_4 590
sky130_fd_sc_hd__buf_4 590, sky130_fd_sc_hd__buf_4 640
[cell families after synthesis]
| family | share of synthesized area [%] |
|---|---|
| mux | 4.383 |
| compound gates | 9.357 |
| buf+inv | 1.664 |
| fa+ha+maj | 0.01323 |
| simple gates | 3.197 |
| flops | 81.39 |
[routing by layer]
layer,track usage [%],vias up,part of all wire (%)
li1,-,21360,-
met1,27.65,24040,35
met2,30.94,2946,46
met3,15.54,449,16
met4,4.141,122,2.1
met5,0.8777,-,0.34
[final cells by class]
| class | instances | area [µm²] | area share, % |
|---|---|---|---|
| Multi-Input combinational cell | 1968 | 16130 | 14.39 |
| Clock inverter | 129 | 1036 | 0.9243 |
| Timing Repair Buffer | 660 | 6395 | 5.705 |
| Tap cell | 3150 | 3941 | 3.516 |
| Inverter | 4 | 32.53 | 0.02902 |
| Sequential cell | 2563 | 76940 | 68.65 |
| Antenna cell | 22 | 55.05 | 0.04912 |
| Clock buffer | 355 | 7552 | 6.738 |
[power by group]
| group | total, W | internal (W) | leakage (nW) | switching, W |
|---|---|---|---|---|
| logic | 0.000320 | 0.000129 | 7.64 | 0.000191 |
| clock network | 0.00261 | 0.00154 | 4.19 | 0.00107 |
| registers | 0.00330 | 0.00327 | 23.7 | 0.0000268 |
No activity file was given, so power comes from the tool's default toggle rates.
